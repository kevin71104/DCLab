**flow/run.sh**
```bash
#!/bin/bash
# OpenROAD 26Q1-2900-gdf79404cd8, Yosys 0.63+post, stock flow scripts
make -C /OpenROAD-flow-scripts/flow DESIGN_CONFIG=/design/flow/config.mk WORK_HOME=/design/flow/orfs finish
```
**flow/config.mk**
```make
export PLATFORM = sky130hd
export DESIGN_NAME = Rsa256Core
export DESIGN_NICKNAME = Rsa256Core
export VERILOG_FILES = /design/flow/design.v
export SDC_FILE = /design/flow/constraint.sdc
export NUM_CORES = 4
export LEC_CHECK = 1
export CORE_UTILIZATION = 40
```
**flow/constraint.sdc**
```tcl
current_design Rsa256Core

set clk_period 190.8
set clk_io_pct 0.2

create_clock -name clk0 -period $clk_period [get_ports {i_clk}]

set non_clock_inputs [all_inputs -no_clocks]
set_input_delay [expr $clk_period * $clk_io_pct] -clock clk0 $non_clock_inputs
set_output_delay [expr $clk_period * $clk_io_pct] -clock clk0 [all_outputs]
```
**flow/design.v**
```verilog
module Rsa256Core(
	input i_clk,
	input i_rst,
	input         src_val,              
	output logic  src_rdy,              
	input [255:0] i_a,
	input [255:0] i_e,
	input [255:0] i_n,
	output logic         result_val,    
	input                result_rdy,    
	output logic [255:0] o_a_pow_e      
    );
	logic [255:0] a_cur, a_nxt, e_cur, e_nxt, n_cur, n_nxt;
	logic         src_val_cur, src_val_nxt, result_rdy_cur, result_rdy_nxt;
	logic         src_rdy_cur, src_rdy_nxt, result_val_cur, result_val_nxt;
	logic [255:0] ans_cur, ans_nxt;
	logic         mp_start, mp_finish;
	logic [255:0] mp_result;
	logic         mont_start_c, mont_start_s;
	logic [255:0] mont_a_c, mont_a_s,  mont_b_c;
	logic         mont_finish_c, mont_finish_s;
	logic [255:0] mont_result_c, mont_result_s;
	enum  {IDLE, MP, MONT, CHECK} state_cur, state_nxt;
	logic [  7:0] counter_cur, counter_nxt;
	logic [  1:0] status_cur, status_nxt;  
	ModuloProduct i_mp(
	    .i_clk(i_clk),
	    .i_rst(i_rst),
	    .i_start(mp_start),
	    .i_n({1'b0,n_cur}),         
	    .i_a({1'b1,{256{1'b0}}}),
	    .i_b({1'b0,a_cur}),         
	    .o_result(mp_result),
	    .o_finish(mp_finish)
	);
	Montgometry i_mg_cross(
		.i_clk(i_clk),
	    .i_rst(i_rst),
	    .i_start(mont_start_c),
	    .i_n(n_cur),
	    .i_a(mont_a_c),
	    .i_b(mont_b_c),
	    .o_result(mont_result_c),
	    .o_finish(mont_finish_c)
	);
	Montgometry i_mg_self(
		.i_clk(i_clk),
	    .i_rst(i_rst),
	    .i_start(mont_start_s),
	    .i_n(n_cur),
	    .i_a(mont_a_s),
	    .i_b(mont_a_s),
	    .o_result(mont_result_s),
	    .o_finish(mont_finish_s)
	);
	assign o_a_pow_e = ans_cur;
	assign src_rdy = src_rdy_cur;
	assign result_val = result_val_cur;
	always_comb begin
		a_nxt = a_cur;
		e_nxt = e_cur;
		n_nxt = n_cur;
		src_val_nxt = src_val;
		result_rdy_nxt = result_rdy;
		src_rdy_nxt = 0;
		result_val_nxt = 0;
		ans_nxt = ans_cur;
		state_nxt = state_cur;
		counter_nxt = counter_cur;
		status_nxt = status_cur;
		mp_start = 0;
		mont_start_s = 0;
		mont_start_c = 0;
		mont_a_s = 0;
		mont_a_c = 0;
		mont_b_c = 0;
		case(state_cur)
			IDLE: begin
				if(src_val_cur == 1)begin
					state_nxt = MP;
					a_nxt = i_a;
					e_nxt = i_e;
					n_nxt = i_n;
					src_rdy_nxt = 1;
					mp_start = 1;
				end
			end
			MP: begin
				if(mp_finish == 1) begin
					state_nxt = MONT;
					counter_nxt = 0;
					e_nxt = e_cur >> 1;
					if(e_cur[0] == 1)begin
						mont_start_c = 1;
						status_nxt = 2'b00;
					end
					else begin
						status_nxt = 2'b01;
					end
					mont_a_c = 1;
					mont_b_c = mp_result;
					mont_start_s = 1;
					mont_a_s = mp_result;
				end
			end
			MONT: begin
				if(mont_finish_c)begin
					status_nxt[0] = 1;
					ans_nxt = mont_result_c;
				end
				if(mont_finish_s)begin
					status_nxt[1] = 1;
				end
				if(status_cur == 2'b11)begin
					if(counter_cur == 255)begin
						result_val_nxt = 1;
						state_nxt = CHECK;
					end
					else begin
						e_nxt = e_cur >> 1;
						if(e_cur[0] == 1)begin
							mont_start_c = 1;
							status_nxt = 2'b00;
						end
						else begin
							status_nxt = 2'b01;
						end
						mont_a_c = mont_result_c;
						mont_b_c = mont_result_s;
						mont_start_s = 1;
						mont_a_s = mont_result_s;
						counter_nxt = counter_cur + 1;
					end
				end
			end
			CHECK: begin
				if(result_rdy_cur == 1)begin
					state_nxt = IDLE;
					result_val_nxt = 0;
				end
			end
		endcase
	end
	always_ff @(posedge i_clk or negedge i_rst) begin
        if (!i_rst) begin
			a_cur <= 0;
			e_cur <= 0;
			n_cur <= 0;
			src_val_cur <= 0;
			result_rdy_cur <= 0;
			src_rdy_cur <= 0;
			result_val_cur <= 0;
			ans_cur <= 0;
			state_cur <= IDLE;
			counter_cur <= 0;
			status_cur <= 0;
        end
		else begin
			a_cur <= a_nxt;
			e_cur <= e_nxt;
			n_cur <= n_nxt;
			src_val_cur <= src_val_nxt;
			result_rdy_cur <= result_rdy_nxt;
			src_rdy_cur <= src_rdy_nxt;
			result_val_cur <= result_val_nxt;
			ans_cur <= ans_nxt;
			state_cur <= state_nxt;
			counter_cur <= counter_nxt;
			status_cur <= status_nxt;
        end
    end
endmodule
module ModuloProduct(
	input         i_clk,
	input         i_rst,
	input         i_start,
	input [256:0] i_n,        
	input [256:0] i_a,
	input [256:0] i_b,        
	output logic [255:0] o_result,
	output logic         o_finish
);
	logic                   start_cur, start_nxt;         
	logic [256:0]           a_cur, a_nxt, n_cur, n_nxt;   
	logic                   finish_cur, finish_nxt;       
	logic [256:0]           m_cur, m_nxt;	              
	enum  {IDLE, RUN, DONE} state_cur, state_nxt;
	logic [  8:0]           counter_cur, counter_nxt;
	logic [256:0]           t_cur, t_nxt;
	assign o_result = m_cur[255:0];
	assign o_finish = finish_cur;
	always_comb begin
		finish_nxt  = finish_cur;
		state_nxt   = state_cur;
		counter_nxt = counter_cur;
		t_nxt       = t_cur;
		m_nxt       = m_cur;
		a_nxt       = a_cur;
		n_nxt       = n_cur;
		start_nxt   = start_cur;
		case(state_cur)
			IDLE: begin
				start_nxt = i_start;
				if(start_cur == 1) begin
					state_nxt = RUN;
					a_nxt = i_a;
					n_nxt = i_n;
					start_nxt = 0;
					m_nxt = 0;        
					t_nxt = i_b;      
					counter_nxt = 0;  
				end
			end
			RUN: begin
				a_nxt = a_cur >> 1;
				if(a_cur[0] == 1) begin
					if(m_cur + t_cur >= n_cur)begin
						m_nxt = m_cur + t_cur - n_cur;
					end
					else begin
						m_nxt = m_cur + t_cur;
					end
				end
				if((t_cur << 1) >= n_cur)begin
					t_nxt = (t_cur << 1) - n_cur;
				end
				else begin
					t_nxt = t_cur << 1;
				end
				if(counter_cur == 256)begin
					state_nxt = DONE;
					finish_nxt = 1;
				end
				else begin
					counter_nxt = counter_cur + 1;
				end
			end
			DONE: begin
				state_nxt = IDLE;
				finish_nxt = 0;
			end
		endcase
	end
	always_ff @(posedge i_clk or negedge i_rst) begin
        if (!i_rst) begin
			finish_cur  <= 0;
			m_cur       <= 0;
            state_cur   <= IDLE;
            counter_cur <= 0;
			t_cur       <= 0;
			a_cur       <= 0;
			n_cur       <= 0;
			start_cur   <= 0;
        end
        else begin
            finish_cur  <= finish_nxt;
            m_cur       <= m_nxt;
            state_cur   <= state_nxt;
            counter_cur <= counter_nxt;
            t_cur       <= t_nxt;
            a_cur       <= a_nxt;
            n_cur       <= n_nxt;
            start_cur   <= start_nxt;
        end
    end
endmodule
module Montgometry(
	input         i_clk,
	input         i_rst,
	input         i_start,
	input [255:0] i_n,
	input [255:0] i_a,
	input [255:0] i_b,
	output logic [255:0] o_result,
	output logic         o_finish
);
	logic [255:0]           a_cur, a_nxt, b_cur, b_nxt;   
	logic [255:0]           n_cur, n_nxt;                 
	logic                   finish_cur, finish_nxt;       
	logic [255:0]           m_cur, m_nxt;	              
	enum  {IDLE, RUN, DONE} state_cur, state_nxt;
	logic [  7:0]           counter_cur, counter_nxt;
	logic [255:0]           m_tmp, m_EvenOdd, m_half;
	assign o_finish = finish_cur;
	assign o_result = m_cur;
	assign m_tmp = a_cur[0] ? m_cur + b_cur : m_cur;
	assign m_EvenOdd = m_tmp[0] ? m_tmp + n_cur : m_tmp;
	assign m_half = m_EvenOdd >> 1;
	always_comb begin
		finish_nxt = finish_cur;
		m_nxt = m_cur;
		a_nxt = a_cur;
		b_nxt = b_cur;
		n_nxt = n_cur;
		state_nxt = state_cur;
		counter_nxt = counter_cur;
		case(state_cur)
			IDLE: begin
				if(i_start == 1) begin
					state_nxt = RUN;
					a_nxt = i_a;
					b_nxt = i_b;
					n_nxt = i_n;
					m_nxt = 0;        
					counter_nxt = 0;  
				end
			end
			RUN: begin
				m_nxt = m_half;
				a_nxt = a_cur >> 1;
				if(counter_cur == 255)begin
					if(m_half >= n_cur)begin
						m_nxt = m_half - n_cur;
					end
					state_nxt = DONE;
					finish_nxt = 1;
				end
				else begin
					counter_nxt = counter_cur + 1;
				end
			end
			DONE: begin
				state_nxt = IDLE;
				finish_nxt = 0;
			end
		endcase
	end
	always_ff @(posedge i_clk or negedge i_rst) begin
        if (!i_rst) begin
			finish_cur  <= 0;
			m_cur       <= 0;
			a_cur       <= 0;
			b_cur       <= 0;
			n_cur       <= 0;
            state_cur   <= IDLE;
            counter_cur <= 0;
        end
        else begin
            finish_cur  <= finish_nxt;
            m_cur       <= m_nxt;
            a_cur       <= a_nxt;
            b_cur       <= b_nxt;
            n_cur       <= n_nxt;
            state_cur   <= state_nxt;
            counter_cur <= counter_nxt;
        end
    end
endmodule
```
==> qor.log <==
INFO  pwr            power.density_cell_area=4.968nW/um^2
INFO  clock_tree     cts.repair.resized=0
INFO  grt            gr_met2_demand_resource=52.75%
INFO  yosys          synth_cell_type_count=119
INFO  pwr            netSwitchingPower=445.6uW
INFO  clock_tree     post_cts.repair.setup_buffers=0
INFO  worst_setup_path cell_breakdown_of_the_critical_path=buf_16, buf_12, buf_4, buf_4, buf_4, buf_4, buf_4, buf_4, buf_4, buf_4
INFO  placed_design  post-dp-hpwl=1597mm
INFO  yosys          edf_count=0
INFO  route          number_of_vias_in_the_routed_layout=358085
INFO  floorplanning  ioPinCount=1030
INFO  worst_hold_path worst_hold_startpoint=i_mp.a_cur[70]
INFO  yosys          synth_register_bits=4155
INFO  run_status     status=finished clean
INFO  grt            overflow=0
INFO  sta            tns=0ns
INFO  yosys          post_synthesis_cell_count_from_yosys=45212
INFO  worst_setup_path worstPathArrival=44.59ns
INFO  floorplanning  initCoreUtil=40.11%
INFO  floorplanning  core=856800squm
INFO  worst_setup_path critPathMaxStageDelay=0.71ns
INFO  worst_setup_path worst_setup_path_start_kind=input port
INFO  grt            grt_pass1_wl=2615mm
INFO  sta            final-setup-viol-count=0
INFO  cells_and_area synth_to_layout_area_growth=12.18%
INFO  route          dr.pass1.iters=7
INFO  clock_tree     cts_max_level=5
INFO  grt            globalRouteTotalUtil=44.11%
INFO  cells_and_area total_of_fill_cells_in_the_finished_design=84097
INFO  floorplanning  die_height=928.9um
INFO  grt            pin_count_of_the_biggest_net_entering_global_routing=199
INFO  yosys          post_synth_instance_area=343700squm
INFO  grt            grt_use_met1=61.82%
INFO  cells_and_area layout_cell_share_with_drive_strength_beyond_1=7.943%
INFO  clock_tree     clock_tree_sinks=4155
INFO  worst_setup_path critPathRequiredTime=191.91ns
INFO  sta            final_min_period_over_clock_period=22.79%
INFO  grt            globalRouteMet3Util=30.66%
INFO  placed_design  gpl.final_weighted_congestion=1.129
INFO  clock_tree     post_cts_hold_buffer_count=0
INFO  sta            transition_time_of_the_tightest_slew_check_pin=1.465ns
INFO  yosys          ys_seq_share=30.26%
INFO  clock_tree     cts.clk_slew.worst_paths=0.06ns
INFO  sta            relSlewSlack=1.295%
INFO  worst_setup_path crit_path_from=i_rst
INFO  pwr            worst_ir_drop_vdd=0.008533mV
INFO  sta            grt_setup_unrepaired=false
INFO  floorplanning  fp.dieW=928.9um
INFO  pwr            swShare=23.26%
INFO  route          postRouteAntennaNets=0
INFO  clock_tree     worstSkewPairLatency=1.22ns
INFO  grt            gr-max-usage-layer=met1
INFO  job            stage_log_warnings=116
INFO  clock_tree     tritoncts_clock_tree=done
INFO  pwr            power.combinational.fraction=1.9%
INFO  floorplanning  design.die.area=862900squm
INFO  yosys          postSynth.asyncResetShare=100.0%
INFO  pwr            power_report.internal_total=1.470mW
INFO  route          post_dr_vias_cell=6.244
INFO  cells_and_area final_cell_area=385500squm
INFO  sta            max_clk_rate=0.02300GHz
INFO  job            number_of_max_capacitance_violations_reported=0
INFO  yosys          yosys_warnings=3
INFO  yosys          synth-main-ff-cell=dfrtp_1
INFO  worst_setup_path timing.rr.start=i_mg_self.m_cur[0]
INFO  worst_setup_path max_fo_critical_path=98
INFO  clock_tree     clock_tree.buffer_depth=4
INFO  route          total_wire_length=1903mm
INFO  clock_tree     clock_tree.root_cell=clkbuf_16
INFO  route          drc=0
INFO  sta            drv_slew=0
INFO  worst_setup_path critical_path.most_common_cell=buf_4
INFO  placed_design  place_inst=56260
INFO  pwr            sequentialPowerShare=46.0%
INFO  yosys          synth.avg_cell_area=7.601squm
INFO  cells_and_area layoutNonFillerInstCount=57347
INFO  worst_setup_path critPathKind=in -> async
INFO  route          wire_per_inst=33.18um
INFO  placed_design  port_buffers=1029
INFO  sta            setup_clock_skew_after_layout=0.1920ns
INFO  clock_tree     tritoncts.num_buffers=481
INFO  worst_setup_path slowest_stage_cell_crit_path=buf_4
INFO  sta            min_period=43.48ns
INFO  pwr            power.clock.fraction=52.1%
INFO  sta            final_hold_viol_count=0
INFO  worst_hold_path timing.hold.worst.class=reg -> reg
INFO  grt            grt_pass1_vias=337949
INFO  grt            grt_antenna_before_repair=236
INFO  placed_design  cell_area_reported_after_detailed_placement=368100squm
INFO  yosys          synthesis.instances=45212
INFO  floorplanning  placementRows=340
INFO  worst_setup_path cp-end-kind=async pin
INFO  route          drtIter0Drc=39457
INFO  pwr            power.leakage=177.7nW
INFO  yosys          yosys_area=343700squm
[flip-flops by register name (all words and copies together), names as in the netlist, 256 cells and up]
name,count
i_mg_self.n_cur,256
ans_cur,256
i_mg_cross.n_cur,256
i_mp.n_cur,256
i_mg_self.b_cur,256
n_cur,256
i_mp.t_cur,257
i_mp.m_cur,257
i_mg_self.a_cur,256
i_mg_self.m_cur,256
a_cur,256
i_mg_cross.b_cur,256
i_mp.a_cur,257
i_mg_cross.a_cur,256
i_mg_cross.m_cur,256
e_cur,256
[cells in the final DEF (no fill, tap or decap), types with 102 or more instances in the layout]
| cell type | count |
|---|---|
| a211oi_1 | 128 |
| a21boi_0 | 207 |
| a21o_1 | 986 |
| a21oi_1 | 5349 |
| a221o_1 | 307 |
| a221oi_1 | 102 |
| a22o_1 | 309 |
| a22oi_1 | 431 |
| a31oi_1 | 565 |
| and3_1 | 350 |
| buf_4 | 1211 |
| clkbuf_16 | 482 |
| clkdlybuf4s50_1 | 1028 |
| dfrtp_1 | 4146 |
| diode_2 | 190 |
| ha_1 | 2302 |
| inv_1 | 1667 |
| mux2_2 | 1224 |
| mux2i_1 | 119 |
| nand2_1 | 7746 |
| nand2b_1 | 204 |
| nand3_1 | 356 |
| nand4_1 | 1281 |
| nor2_1 | 3606 |
| nor2b_1 | 169 |
| nor3_1 | 602 |
| nor4_1 | 227 |
| o211ai_1 | 126 |
| o21a_1 | 320 |
| o21ai_0 | 4596 |
| o21ai_1 | 217 |
| o21bai_1 | 850 |
| o22ai_1 | 125 |
| o31ai_1 | 216 |
| or2_2 | 135 |
| or3_1 | 148 |
| xnor2_1 | 1408 |
| xor2_1 | 855 |
[critical path, delay by kind of cell]
kind / cells / cell delay, ns
buf+inv: 10 / 5.66
[power groups by stage]
stage	logic, mW	clock network, mW	registers [mW]
5_1_grt	0.0414	1.04	0.881
4_1_cts	0.0380	1.01	0.881
6_report	0.0368	0.997	0.881
[metal layers]
metal	wire length, um	share of wire [%]
met5	5358	0.28
met4	81980	4.3
met3	346400	18
met2	676200	36
met1	792900	42
[final timing paths]
check	to	slack, ns	cells after the start
worst max-delay path	i_mp.a_cur[71]	147.33	10
worst min-delay path	i_mp.a_cur[69]	0.47	1
worst max register to register	i_mg_self.m_cur[0]	173.43	53
worst min register to register	i_mp.a_cur[69]	0.47	1
max in group clk0	o_a_pow_e[2]	150.54	1
min in group asynchronous	e_cur[91]	36.84	1
[final cells by class]
cell class                 count  area, sq um  area share [%]
antenna                      190        475.5          0.1233
clock inverter               239         3267          0.8474
multi-input combinational  36712       223600           58.00
tap                        11457        14340           3.718
timing repair buffer        2264        19890           5.159
clock buffer                 658        13670           3.547
inverter                    1672         6289           1.631
sequential                  4155       104000           26.98
[stage by stage]
step	hold WS [ns]	worst slack (ns)	utilization (%)	total power [mW]
CTS	0.4657	147.20	44.94	1.930
finish	0.4707	147.33	45.00	1.916
detailed placement	0.4663	146.06	42.97	0.9352
global route	0.4914	146.59	44.97	1.962
global placement	0.4611	146.13	42.97	0.9349
floorplan	0.4257	152.31	-	0.8989
[logic make-up (layout without fill, tap and decap cells)]
group | Yosys count | in the layout | synth area share [%]
xor+xnor | 2264 | 2264 | 5.774
buf+inv | 4345 | 4833 | 4.800
mux | 1346 | 1346 | 4.368
other cells | 0 | 190 | 0
flops | 4155 | 4155 | 30.26
simple gates | 15188 | 15188 | 19.16
fa+ha+maj | 2312 | 2312 | 8.437
compound gates | 15602 | 15602 | 27.20
[synth_stat cells, types with 986 or more instances]
cell	count	share of area, %
inv_1	1667	1.8
mux2_2	1224	4.0
a21o_1	986	2.2
dfrtp_1	4151	30
nand2_1	7755	8.5
clkbuf_1	2488	2.7
ha_1	2303	8.4
nand4_1	1281	2.3
a21oi_1	5352	7.8
o21ai_0	4597	6.7
nor2_1	3618	4.0
xnor2_1	1408	3.6
No activity file was given, so power comes from the tool's default toggle rates.
