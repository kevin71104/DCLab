==> flow/design.v <==
module controller#(
    parameter DisLen = 26,
	parameter TotLen = DisLen + 1
)
(
    input        clk,
    input        rst_n,
    input        start,
    input        pause,       
    input  [4:0] slice_num,   
    input            valid,
	input            fail,    
    input [DisLen:0] distance,
    input            triggerSuc,
    output           trigger,     
    output       move,
    output       back,
    input        cut_end,
    output       cut,
    output       finish,
    output	 [3:0]  state_o,
    output  [21:0] stable_cnt_o,
    output  [DisLen:0] location_o,
    output  smallornot_o
);
    localparam IDLE     = 4'd0;
    localparam INIT_TRI = 4'd1;
    localparam INIT_MEA = 4'd2;
    localparam TRIGGER  = 4'd3;
    localparam MEASURE  = 4'd4;
    localparam CUT      = 4'd5;
    localparam PAUSE    = 4'd6;
    localparam BACK_TRI = 4'd7;
    localparam BACK     = 4'd8;
	 localparam spacing  = 22'd2500000;
	 localparam triggerTime = 9'd500;
    reg trigger_cur;
    reg trigger_nxt;
    reg move_cur;
    reg move_nxt;
    reg cut_cur;
    reg cut_nxt;
    reg finish_cur;
    reg finish_nxt;
    reg back_cur;
    reg back_nxt;
    reg  [3:0] state_cur;
    reg  [3:0] state_nxt;
    reg  [3:0] stateTem_cur;   
    reg  [3:0] stateTem_nxt;
    reg unsigned [DisLen:0] length_cur;
    reg unsigned [DisLen:0] length_nxt;
    reg unsigned [DisLen:0] segment_cur;
    reg unsigned [DisLen:0] segment_nxt;
    reg unsigned [DisLen:0] location_cur;   
    reg unsigned [DisLen:0] location_nxt;
    reg  [4:0] counter;
    reg  [4:0] counter_nxt;
	 reg [21:0] stable_counter;
    reg [21:0] stable_counter_nxt;
	 reg  [8:0] trigger_counter;
	 reg  [8:0] trigger_counter_nxt;
	 assign state_o = state_cur;
	 assign stable_cnt_o = stable_counter;
	 assign location_o = location_cur;
	 assign smallornot_o = (distance < (location_cur - segment_cur));
    assign trigger = trigger_cur;
    assign move = move_cur;
    assign cut = cut_cur;
    assign finish = finish_cur;
    assign back = back_cur;
    always @ ( * ) begin
        state_nxt    = state_cur;
        stateTem_nxt = stateTem_cur;
        move_nxt     = 1'b0;
        cut_nxt      = 1'b0;
        length_nxt   = length_cur;
        location_nxt = location_cur;
        counter_nxt  = counter;
        finish_nxt   = 1'b0;
        back_nxt     = 1'b0;
        case(state_cur)
            IDLE: begin
                if(pause) begin
                    state_nxt = PAUSE;
                    stateTem_nxt = IDLE;
                end
                else begin
                    stateTem_nxt = stateTem_cur;
                    if(start) begin
                        state_nxt = INIT_TRI;
                    end
                    else begin
                        state_nxt = IDLE;
                    end
                end
            end
            INIT_TRI: begin
                if (pause) begin
                    state_nxt = PAUSE;
                    stateTem_nxt = INIT_TRI;
                end
                else begin
                    stateTem_nxt = stateTem_cur;
                    if(triggerSuc) begin
                        state_nxt = INIT_MEA;
                    end
                    else begin
                        state_nxt = INIT_TRI;
                    end
                end
            end
            INIT_MEA: begin
                if (pause) begin
                    state_nxt = PAUSE;
                    stateTem_nxt = INIT_TRI;
                    length_nxt = length_cur;
                    location_nxt = location_cur;
                end
                else begin
                    stateTem_nxt = stateTem_cur;
					     if (fail) begin
						      state_nxt = INIT_TRI;
                        length_nxt = length_cur;
                        location_nxt = location_cur;
					     end
                    else if(valid) begin
                        state_nxt = TRIGGER;
                        length_nxt = distance;
                        location_nxt = distance;
                    end
                    else begin
                        state_nxt = INIT_MEA;
                        length_nxt = length_cur;
                        location_nxt = location_cur;
                    end
                end
            end
            TRIGGER: begin
                if (pause) begin
                    state_nxt = PAUSE;
                    stateTem_nxt = TRIGGER;
                    move_nxt = 1'b0;
                end
                else begin
                    stateTem_nxt = stateTem_cur;
						  move_nxt = 1'b1;
                    if(triggerSuc) begin
                        state_nxt = MEASURE;
                    end
                    else begin
                        state_nxt = TRIGGER;
                    end
                end
            end
            MEASURE: begin
                if (pause) begin
                    state_nxt = PAUSE;
                    stateTem_nxt = TRIGGER;
                    move_nxt = 1'b0;
                    cut_nxt = 1'b0;
                    counter_nxt = counter;
                end
                else begin
                    stateTem_nxt = stateTem_cur;
					     if (fail) begin
						      move_nxt = 1'b0;
                        cut_nxt = 1'b0;
                        state_nxt = TRIGGER;
                        counter_nxt = counter;
					     end
                    else if(valid) begin
                        if( distance < (location_cur - segment_cur))begin
									 move_nxt = 1'b0;
                            cut_nxt = 1'b1;
                            state_nxt = CUT;
                            counter_nxt = counter + 5'd1;
                        end
                        else begin
								    move_nxt = 1'b1;
                            cut_nxt = 1'b0;
                            state_nxt = TRIGGER;
                            counter_nxt = counter;
                        end
                    end
                    else begin
                        move_nxt = 1'b1;
                        cut_nxt = 1'b0;
                        state_nxt = MEASURE;
                        counter_nxt = counter;
                    end
                end
            end
            CUT: begin
                if (pause) begin
                    state_nxt = PAUSE;
                    stateTem_nxt = CUT;
                    cut_nxt = 1'b0;
                    counter_nxt = counter;
                    location_nxt = location_cur;
                end
                else begin
                    stateTem_nxt = stateTem_cur;
                    if(cut_end) begin
                        cut_nxt = 1'b0;
                        location_nxt = location_cur - segment_cur;
                        if(counter == slice_num - 1) begin
                            state_nxt = BACK_TRI;
                            counter_nxt = 5'd0;
                        end
                        else begin
                            state_nxt = TRIGGER;
                            counter_nxt = counter;
                        end
                    end
                    else begin
                        state_nxt = CUT;
                        cut_nxt = 1'b1;
                        counter_nxt = counter;
                        location_nxt = location_cur;
                    end
                end
            end
            PAUSE: begin
                if(pause) begin
                    state_nxt = stateTem_cur;
                end
                else begin
                    state_nxt = PAUSE;
                end
            end
            BACK_TRI: begin
                if (pause) begin
                    state_nxt = PAUSE;
                    stateTem_nxt = BACK_TRI;
                    move_nxt = 1'b0;
                    back_nxt = 1'b0;
                end
                else begin
                    stateTem_nxt = stateTem_cur;
						  move_nxt = 1'b1;
                    if(triggerSuc) begin
                        state_nxt = BACK;
                        back_nxt = 1'b1;
                    end
                    else begin
                        state_nxt = BACK_TRI;
                        back_nxt = 1'b0;
                    end
                end
            end
            BACK: begin
                if (pause) begin
                    state_nxt = PAUSE;
                    stateTem_nxt = BACK_TRI;
                    move_nxt = 1'b0;
                    back_nxt = 1'b0;
                    finish_nxt = 1'b0;
                end
                else begin
                    stateTem_nxt = stateTem_cur;
				        if(fail) begin
						      move_nxt = 1'b0;
                        state_nxt = BACK_TRI;
                        finish_nxt = 1'b0;
                        back_nxt = 1'b0;
				        end
                    else if(valid) begin
						      back_nxt = 1'b0;
                        if( distance >= length_cur)begin 
                            state_nxt = IDLE;
                            finish_nxt = 1'b1;
									 move_nxt = 1'b0;
                        end
                        else begin
                            state_nxt = BACK_TRI;
                            finish_nxt = 1'b0;
                            move_nxt = 1'b1;									 
                        end
                    end
                    else begin
                        move_nxt = 1'b1;
                        state_nxt = BACK;
                        finish_nxt = 1'b0;
                        back_nxt = 1'b1;
                    end
                end
            end
        endcase
    end
    always @ ( * ) begin
        trigger_nxt = 1'b0;
        case(state_cur)
            INIT_TRI: begin
				if (pause) begin
					trigger_nxt = 1'b0;
				end
				else begin
					if (~triggerSuc) begin
						if((stable_counter >= spacing) && (trigger_counter < triggerTime)) begin
					    	trigger_nxt = 1'b1;
					    end
						else begin
							trigger_nxt = 1'b0;
						end
					end
					else begin
						trigger_nxt = 1'b0;
					end
				end
            end
            TRIGGER: begin
                if (pause) begin
					trigger_nxt = 1'b0;
				end
				else begin
					if (~triggerSuc) begin
						if((stable_counter >= spacing) && (trigger_counter < triggerTime))begin
							trigger_nxt = 1'b1;
						end
						else begin
							trigger_nxt = 1'b0;
						end
					end
					else begin
						trigger_nxt = 1'b0;
					end
				end
            end
            BACK_TRI: begin
                if (pause) begin
					trigger_nxt = 1'b0;
				end
				else begin
					if (~triggerSuc) begin
						if((stable_counter >= spacing) && (trigger_counter < triggerTime))begin
							trigger_nxt = 1'b1;
						end
						else begin
							trigger_nxt = 1'b0;
						end
					end
					else begin
						trigger_nxt = 1'b0;
					end
				end
            end
				default: trigger_nxt = 1'b0;
        endcase
    end
    always @ ( * ) begin
		if (pause) begin
		    segment_nxt = segment_cur;
		end
        else if(state_cur == INIT_MEA && valid) begin
            if (slice_num[4] == 1'b1)begin
                segment_nxt = {4'b0000,distance[DisLen:4]};
                end
            else if (slice_num[3] == 1'b1)begin
                segment_nxt = {3'b000,distance[DisLen:3]};
            end
            else if (slice_num[2] == 1'b1)begin
                segment_nxt = {2'b00,distance[DisLen:2]};
            end
            else if (slice_num[1] == 1'b1)begin
                segment_nxt = {1'b0,distance[DisLen:1]};
            end
			else begin
				segment_nxt = segment_cur;
			end
        end
        else begin
            segment_nxt = segment_cur;
        end
    end
	always @ ( * ) begin
	    stable_counter_nxt = 22'd0;
        case(state_cur)
            INIT_TRI: begin
                if (pause) begin
					     stable_counter_nxt = 22'd0;
				    end
				    else begin
					    if (~triggerSuc) begin
						    if(stable_counter < spacing) begin
							    stable_counter_nxt = stable_counter + 22'd1;
						    end
						    else begin
                                stable_counter_nxt = spacing;
						    end
					    end
					    else begin
						    stable_counter_nxt = 22'd0;
					    end
				    end
            end
            TRIGGER: begin
                if (pause) begin
					stable_counter_nxt = 22'd0;
				end
				else begin
					if (~triggerSuc) begin
						if(stable_counter < spacing) begin
							stable_counter_nxt = stable_counter + 22'd1;
						end
						else begin
							stable_counter_nxt = spacing;
						end
					end
					else begin
						stable_counter_nxt = 22'd0;
					end
				end
            end
            BACK_TRI: begin
               if (pause) begin
					stable_counter_nxt = 22'd0;
				end
				else begin
					if (~triggerSuc) begin
						if(stable_counter < spacing) begin
							stable_counter_nxt = stable_counter + 22'd1;
						end
						else begin
							stable_counter_nxt = spacing;
						end
					end
					else begin
						stable_counter_nxt = 22'd0;
					end
				end
            end
				default: stable_counter_nxt = 22'd0;
        endcase
	end
	always @ ( * ) begin
	    trigger_counter_nxt = 9'd0;
        case(state_cur)
            INIT_TRI: begin
                if (pause) begin
					trigger_counter_nxt = 9'd0;
				end
				else if (triggerSuc) begin
                    trigger_counter_nxt = 9'd0;
				end
				else if (trigger) begin
				    trigger_counter_nxt = trigger_counter + 9'd1;
				end
				else begin
				    trigger_counter_nxt = 9'd0;
				end
            end
            TRIGGER: begin
                if (pause) begin
					trigger_counter_nxt = 9'd0;
				end
				else if (triggerSuc) begin
                    trigger_counter_nxt = 9'd0;
				end
				else if (trigger) begin
				    trigger_counter_nxt = trigger_counter + 9'd1;
				end
				else begin
				    trigger_counter_nxt = 9'd0;
				end
            end
			BACK_TRI: begin
                if (pause) begin
					trigger_counter_nxt = 9'd0;
				end
				else if (triggerSuc) begin
                    trigger_counter_nxt = 9'd0;
				end
				else if (trigger) begin
				    trigger_counter_nxt = trigger_counter + 9'd1;
				end
				else begin
				    trigger_counter_nxt = 9'd0;
				end
            end
            default: trigger_counter_nxt = 9'd0;
        endcase
	end
    always @(posedge clk or negedge rst_n) begin
        if (~rst_n) begin
            trigger_cur     <= 1'b0;
            state_cur       <= 3'd0;
            stateTem_cur    <= 3'd0;
            move_cur        <= 1'b0;
            cut_cur         <= 1'b0;
            length_cur     <= {TotLen{1'b0}};
            segment_cur    <= {TotLen{1'b0}};
            location_cur   <= {TotLen{1'b0}};
            counter         <= 5'd0;
            finish_cur      <= 1'b0;
            back_cur        <= 1'b0;
			   stable_counter  <= 22'd0;
			   trigger_counter <= 9'd0;
        end
        else begin
            trigger_cur     <= trigger_nxt;
            state_cur       <= state_nxt;
            stateTem_cur    <= stateTem_nxt;
            move_cur        <= move_nxt;
            cut_cur         <= cut_nxt;
            length_cur      <= length_nxt;
            segment_cur     <= segment_nxt;
            location_cur    <= location_nxt;
            counter         <= counter_nxt;
            finish_cur      <= finish_nxt;
            back_cur        <= back_nxt;
			   stable_counter  <= stable_counter_nxt;
			   trigger_counter <= trigger_counter_nxt;
        end
    end
endmodule
module supersonic#(
    parameter DisLen = 26,
	 parameter TotLen = DisLen + 1
)
(
    input             clk,
    input             rst_n,
    input             trigger,    
    input             echo,       
    output            valid,
    output            triggerSuc,
    output [DisLen:0] distance,   
	output            fail,	      
	output            superState
);
    reg  [DisLen:0] distance_cur;
    reg  [DisLen:0] distance_nxt;
    reg  valid_cur;
    reg  valid_nxt;
	reg  triggerSuc_cur;
    reg  triggerSuc_nxt;
	reg  fail_cur;
	reg  fail_nxt;
    reg  state_cur;   
    reg  state_nxt;
    reg  prev_echo_cur;
    wire prev_echo_nxt;  
    assign valid      = valid_cur;
    assign distance   = distance_cur;
    assign triggerSuc = triggerSuc_cur;
	assign fail       = fail_cur;
	assign superState = state_cur;
	assign prev_echo_nxt = echo;
    always @ ( * ) begin
        distance_nxt    = distance_cur;
        state_nxt       = state_cur;
        valid_nxt       = 1'b0;
        triggerSuc_nxt  = 1'b0;
		  fail_nxt        = 1'b0;
        case (state_cur)
            1'b0: begin
				if (echo)begin
                    state_nxt       = 1'b1;
                    distance_nxt    = {TotLen{1'b0}};
                    triggerSuc_nxt  = 1'b1;
                end
                else begin
                    state_nxt       = state_cur;
                    distance_nxt    = {TotLen{1'b0}};
                    triggerSuc_nxt  = 1'b0;
                end
            end
            1'b1: begin
                triggerSuc_nxt = 1'b0;
                if (distance_cur != {TotLen{1'b1}})begin
					distance_nxt= distance_cur + {{DisLen{1'b0}},1'b1};
					fail_nxt    = 1'b0; 
                    if (  ~echo)begin
                        state_nxt   = 1'b0;
                        valid_nxt   = 1'b1;
                    end
                    else begin
                        state_nxt   = 1'b1;
                        valid_nxt   = 1'b0;
                    end
                end
                else begin
					fail_nxt    = 1'b1; 
                    distance_nxt= {TotLen{1'b0}};
                    state_nxt   = 1'b0;
                    valid_nxt   = 1'b0;
                end
            end
        endcase
    end
    always @(posedge clk or negedge rst_n) begin
        if (~rst_n) begin
			   prev_echo_cur  <= 1'b0;
            state_cur      <= 1'b0;
            valid_cur      <= 1'b0;
            distance_cur   <= {TotLen{1'b0}};
            triggerSuc_cur <= 1'b0;
			   fail_cur       <= 1'b0;
        end
        else begin
			   prev_echo_cur  <= prev_echo_nxt;
            state_cur      <= state_nxt;
            valid_cur      <= valid_nxt;
            distance_cur   <= distance_nxt;
            triggerSuc_cur <= triggerSuc_nxt;
			   fail_cur       <= fail_nxt;
        end
    end
endmodule
module supersonic_controller(
    input       clk,
    input       rst_n,
    input       start_i,
    input       pause_i,
    input [4:0] slice_num_i,
    output      move_o,
    output      back_o,
    input       cut_end_i,
    output      cut_o,
    input       echo_i,
    output      finish_o
);
    wire trigger, triggerSuc;
    wire valid;
    wire [31:0] distance;
    supersonic supersonic0(
		.clk        (clk),
		.rst_n      (rst_n),
		.trigger    (trigger),
		.echo       (echo_i),
		.valid      (valid),
        .triggerSuc (triggerSuc),
		.distance   (distance)
    );
    controller controller0(
		.clk        (clk),
		.rst_n      (rst_n),
		.start      (start_i),
		.pause      (pause_i),
		.slice_num  (slice_num_i),
		.valid      (valid),
		.distance   (distance),
		.triggerSuc (triggerSuc),
		.trigger    (trigger),
		.move       (move_o),
        .back       (back_o),
		.cut_end    (cut_end_i),
		.cut        (cut_o),
        .finish     (finish_o)    
    );
endmodule
==> flow/run.sh <==
#!/bin/bash
# OpenROAD 26Q1-2900-gdf79404cd8, Yosys 0.63+post, stock flow scripts
make -C /OpenROAD-flow-scripts/flow DESIGN_CONFIG=/design/flow/config.mk WORK_HOME=/design/flow/orfs finish
==> flow/config.mk <==
export PLATFORM = sky130hd
export DESIGN_NAME = supersonic_controller
export DESIGN_NICKNAME = supersonic_controller
export VERILOG_FILES = /design/flow/design.v
export SDC_FILE = /design/flow/constraint.sdc
export NUM_CORES = 4
export LEC_CHECK = 1
export CORE_UTILIZATION = 30
==> flow/constraint.sdc <==
current_design supersonic_controller

set clk_period 14.2
set clk_io_pct 0.2

create_clock -name clk0 -period $clk_period [get_ports {clk}]

set non_clock_inputs [all_inputs -no_clocks]
set_input_delay [expr $clk_period * $clk_io_pct] -clock clk0 $non_clock_inputs
set_output_delay [expr $clk_period * $clk_io_pct] -clock clk0 [all_outputs]
==> qor.log <==
qor: job.drv.max_cap_violation_count 0
qor: logic_synthesis.enable_flop_cells 0
qor: final_timing.fin_tns_setup 0 ps
qor: setup_path.critPathKind input port to flip-flop
qor: setup_path.worst-endpoint-arrival 5450 ps
qor: job.stage_log_warnings 25
qor: logic_synthesis.ys_seq_share 34.76%
qor: clock_tree.cts-buffers-inserted 9
qor: layout.final_cell_mix sky130_fd_sc_hd__nor2_1 (103), sky130_fd_sc_hd__dfrtp_1 (99), sky130_fd_sc_hd__a21oi_1 (81)
qor: final_timing.grt_setup_unrepaired no
qor: routing.wire_per_inst 13.84 µm
qor: clock_tree.cts_num_sinks 99
qor: clock_tree.cts-root-to-sink-buffers 2
qor: setup_path.required_arrival_time_at_the_worst_endpoint 14,420 ps
qor: floorplanning.ios 15
qor: clock_tree.ctsHtreeMaxLevel 3
qor: routing.total_routed_length 15,940 µm
qor: routing.routed-via-count 5,727
qor: setup_path.worstSetupStartpointType input port
qor: global_routing.grt_max_degree 56
qor: routing.antenna-diode-count 0
qor: floorplanning.fp.coreArea 23,400 µm²
qor: power_and_ir_drop.total_power 604.7 µW
qor: logic_synthesis.synth_warnings 5
qor: final_timing.timing.slew.headroom 51.39%
qor: layout.fillerInstances 2,430
qor: final_timing.worstMarginPinSlew 727.0 ps
qor: power_and_ir_drop.p_sw 151.5 µW
qor: floorplanning.die.size.y 156.1 µm
qor: power_and_ir_drop.power_per_cell_area 77.73 nW/µm²
qor: outcome.outcome completed
qor: final_timing.period_needed 5227 ps
qor: floorplanning.floorplan.die_area 24,380 µm²
qor: power_and_ir_drop.power.share.switching 25.06%
qor: setup_path.worst_path_largest_cell_delay 770 ps
qor: routing.route.detailed.drc 0
qor: setup_path.timing.critical_path.to_type flip-flop
qor: floorplanning.die_width 156.1 µm
qor: min_path.hp-class flip-flop to flip-flop
qor: clock_tree.postCtsHoldBufs 0
qor: layout.drive_above_1_share 5.042%
qor: clock_tree.cts_tree built
qor: power_and_ir_drop.clockPowerShare 43.0%
qor: floorplanning.floorplan.initialDensity 30.45%
qor: layout.final_core_utilization 33.24%
qor: power_and_ir_drop.peakVddDrop 0.05345 mV
qor: power_and_ir_drop.internal_power 453.1 µW
qor: global_routing.first_global_vias 5,284
qor: clock_tree.insertion_delay 350 ps
qor: logic_synthesis.synth.cell_area 7127 µm²
qor: global_routing.grt_first_pass_wirelength 26,900 µm
qor: final_timing.fmax 191.3 MHz
qor: place.post-dp-hpwl 11,220 µm
qor: floorplanning.site_rows 56
qor: layout.layout.cells.most_common sky130_fd_sc_hd__nor2_1
qor: routing.average_via_count_per_standard_cell 4.971
qor: routing.drtPass1Iterations 5
qor: global_routing.antenna_found_initial 0
qor: logic_synthesis.instance_tally_after_logic_synthesis 851
qor: routing.initialDrtViolationCount 304
qor: setup_path.critical_path.reg2reg.startpoint controller0.location_cur[0]$_DFFE_PN0P_
qor: power_and_ir_drop.power_leakage 0.003541 µW
qor: clock_tree.cts-resized-gates 0
qor: min_path.holdCritStartpoint controller0.location_cur[10]$_DFFE_PN0P_
qor: logic_synthesis.syn_avg_cell_area 8.375 µm²
qor: final_timing.worst_clock_skew 9.848 ps
qor: layout.syn2layout_area_growth 9.147%
qor: logic_synthesis.synth-cells-yosys 851
qor: clock_tree.post_cts_buffers 0
qor: power_and_ir_drop.share_comb_of_total_power 8.8%
qor: logic_synthesis.yosysUniqueCellTypes 64
qor: setup_path.maximum_net_fanout_on_the_critical_path 38
qor: final_timing.finalSetupViolCount 0
qor: logic_synthesis.yosys_area 7127 µm²
qor: place.gp_routability_congestion 0.8759
qor: logic_synthesis.synthesized_registers 99
qor: setup_path.critPathLaunch pause_i
qor: final_timing.finalMaxSlewViolations 0
qor: routing.route.antenna.remaining_nets 0
qor: global_routing.grt_overflow 0
qor: logic_synthesis.postSynth.topFlopCell sky130_fd_sc_hd__dfrtp_1
qor: final_timing.holdWs 488.5 ps
qor: clock_tree.clkSlewWorstSetupHoldPaths 70 ps
qor: final_timing.report.final.hold_viol_count 0
qor: setup_path.critical-path-slowest-cell sky130_fd_sc_hd__clkdlybuf4s50_1
qor: logic_synthesis.fraction_of_registers_with_async_set_reset 100.0%
qor: setup_path.timing.critical_path.cells clkdlybuf4s50_1 > nor2_1 > nand4_1 > buf_4 > a211oi_1 > a21oi_1
qor: clock_tree.clockRootBuffer sky130_fd_sc_hd__clkbuf_16
qor: place.portBuffers 14
qor: power_and_ir_drop.p_seq_share 48.1%
qor: global_routing.gr-usage-all-layers 13.85%
qor: final_timing.final_min_period_over_clock_period 36.81%
sequential cells by signal (all words and copies together), names as in the netlist:
register,count
controller0.location_cur,27
controller0.segment_cur,26
controller0.stateTem_cur,3
controller0.state_cur,4
supersonic0.valid_cur,1
controller0.move_cur,1
supersonic0.triggerSuc_cur,1
controller0.counter,5
controller0.cut_cur,1
supersonic0.state_cur,1
controller0.back_cur,1
controller0.finish_cur,1
supersonic0.distance_cur,27
critical path, delay by kind of cell:
| kind | cells | cell delay (ps) |
|---|---|---|
| buf+inv | 2 | 1280 |
| simple gates | 2 | 980 |
| compound gates | 2 | 340 |
final cells by class:
cell class                      count  area [µm²]  area share [%]
Multi-Input combinational cell    659        4277           54.98
Timing Repair Buffer               20       167.7           2.155
Clock buffer                       12       256.5           3.297
Sequential cell                    99        2477           31.85
Clock inverter                      4       55.05          0.7077
Inverter                           39       146.4           1.882
Tap cell                          319       399.1           5.131
per-stage QoR:
stage	setup slack, ps	std cells	instance area, µm²
finish	8973	1152	7779
global route	8743	1152	7779
CTS	8976	1152	7779
detailed placement	8603	1136	7467
global placement	8697	1136	7467
floorplan	9925	851	7127
path summary, 6_finish.rpt:
path                                                             to  slack [ps]  cells past startpoint
max                         controller0.segment_cur[11]$_DFFE_PN0P_        8970                      6
max reg2reg                           controller0.cut_cur$_DFF_PN0_        9700                     20
min in group asynchronous   controller0.location_cur[9]$_DFFE_PN0P_        2540                      1
min                        controller0.location_cur[10]$_DFFE_PN0P_         490                      2
min reg2reg                controller0.location_cur[10]$_DFFE_PN0P_         490                      2
max in group asynchronous     supersonic0.distance_cur[1]$_DFF_PN0_       10590                      2
metal layers:
metal	GRT usage [%]	routed length, µm
met1	22.04	8354
met2	20.98	6891
met3	1.301	394
met4	2.194	300
met5	0	0
power groups by stage:
stage / combinational [µW] / clock [µW] / sequential (µW)
after CTS: 54.0 / 268 / 291
after global routing: 60.9 / 276 / 292
final: 53.4 / 260 / 291
logic make-up (layout without fill, tap and decap cells):
| kind of cell | Yosys count | count (layout) | synth area share (%) |
|---|---|---|---|
| and+or+nand+nor | 279 | 279 | 18.40 |
| AOI/OAI and AO/OA | 244 | 244 | 21.44 |
| DFF | 99 | 99 | 34.76 |
| buffers and inverters | 93 | 75 | 5.232 |
| xor gates and xnor gates | 56 | 56 | 6.882 |
| adders and majority gates | 55 | 55 | 9.761 |
| muxes | 25 | 25 | 3.529 |
synth_stat cells, types with 2 or more instances:
cell type | count | area [µm²]
sky130_fd_sc_hd__nor2_1 | 103 | 386.6
sky130_fd_sc_hd__dfrtp_1 | 99 | 2477
sky130_fd_sc_hd__a21oi_1 | 81 | 405.4
sky130_fd_sc_hd__nand2_1 | 70 | 262.8
sky130_fd_sc_hd__ha_1 | 54 | 675.7
sky130_fd_sc_hd__o21ai_0 | 49 | 245.2
sky130_fd_sc_hd__clkbuf_1 | 39 | 146.4
sky130_fd_sc_hd__inv_1 | 39 | 146.4
sky130_fd_sc_hd__a211oi_1 | 30 | 225.2
sky130_fd_sc_hd__xor2_1 | 30 | 262.8
sky130_fd_sc_hd__nand3_1 | 26 | 130.1
sky130_fd_sc_hd__xnor2_1 | 26 | 227.7
sky130_fd_sc_hd__a21o_1 | 25 | 187.7
sky130_fd_sc_hd__mux2i_1 | 24 | 240.2
sky130_fd_sc_hd__nand4_1 | 17 | 106.4
sky130_fd_sc_hd__nor2b_1 | 15 | 93.84
sky130_fd_sc_hd__o21ai_1 | 12 | 60.06
sky130_fd_sc_hd__and3_1 | 9 | 56.30
sky130_fd_sc_hd__nor3_1 | 9 | 45.04
sky130_fd_sc_hd__nand2b_1 | 8 | 50.05
sky130_fd_sc_hd__o211ai_1 | 8 | 60.06
sky130_fd_sc_hd__buf_2 | 6 | 30.03
sky130_fd_sc_hd__o21a_1 | 6 | 45.04
sky130_fd_sc_hd__a31oi_1 | 5 | 31.28
sky130_fd_sc_hd__buf_1 | 5 | 18.77
sky130_fd_sc_hd__and2_1 | 3 | 18.77
sky130_fd_sc_hd__and4_1 | 3 | 26.28
sky130_fd_sc_hd__o21bai_1 | 3 | 22.52
sky130_fd_sc_hd__o22ai_1 | 3 | 18.77
sky130_fd_sc_hd__o31ai_1 | 3 | 22.52
sky130_fd_sc_hd__a211oi_2 | 2 | 25.02
sky130_fd_sc_hd__a221oi_1 | 2 | 17.52
sky130_fd_sc_hd__buf_4 | 2 | 15.01
sky130_fd_sc_hd__nor4_1 | 2 | 12.51
sky130_fd_sc_hd__o41ai_1 | 2 | 17.52
sky130_fd_sc_hd__or2_2 | 2 | 12.51
sky130_fd_sc_hd__or3_1 | 2 | 12.51
Power is estimated from default activity; no workload was simulated.
