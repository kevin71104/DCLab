File: config.mk
export PLATFORM = sky130hd
export DESIGN_NAME = SevenHexDecoder
export DESIGN_NICKNAME = SevenHexDecoder
export VERILOG_FILES = /design/flow/design.v
export SDC_FILE = /design/flow/constraint.sdc
export NUM_CORES = 4
export LEC_CHECK = 1
export CORE_AREA = 10 10 70 70
export DIE_AREA = 0 0 80 80
File: constraint.sdc
current_design SevenHexDecoder

set clk_period 1.6
set clk_io_pct 0.2

create_clock -name clk0 -period $clk_period

set non_clock_inputs [all_inputs -no_clocks]
set_input_delay [expr $clk_period * $clk_io_pct] -clock clk0 $non_clock_inputs
set_output_delay [expr $clk_period * $clk_io_pct] -clock clk0 [all_outputs]
File: design.v
module SevenHexDecoder(
    input               clk,
    input               rst_n,
    input               start_i,
    input               pause_i,
	 input [4:0]         slice_num_i,  
    input               finish_i,
	output logic [6:0]  HEX0_o,
	output logic [6:0]  HEX1_o,
	output logic [6:0]  HEX2_o,
	output logic [6:0]  HEX3_o,
	output logic [6:0]  HEX4_o,
	output logic [6:0]  HEX5_o,
	output logic [6:0]  HEX6_o,
	output logic [6:0]  HEX7_o,    
    input [26:0] distance_i,
	 input        move_i,
	 input        cut_i,
	 input  [3:0] state_i,
	 input  [3:0] cut_signal_i,
	 input  [3:0] move_signal_i,
	 inout        trigger_i,
	 input        triggerSuc_i,
	 input        echo_i,
	 input [11:0] stable_cnt_i,
	 input        superState_i,
	 input [26:0] location_i,
	 input        smallornot_i
);
	localparam DARK = 7'b1111111;
   localparam D0   = 7'b1000000;
	localparam D1   = 7'b1111001;
	localparam D2   = 7'b0100100;
	localparam D3   = 7'b0110000;
	localparam D4   = 7'b0011001;
	localparam D5   = 7'b0010010;
	localparam D6   = 7'b0000010;
	localparam D7   = 7'b1011000;
	localparam D8   = 7'b0000000;
	localparam D9   = 7'b0010000;
	localparam IDLE = 2'd0;
	localparam GO   = 2'd1;
	localparam PAUSE= 2'd2;
	localparam DONE = 2'd3;
	logic [1:0] state, nxt_state;	
    logic [6:0] HEX0, nxt_HEX0;
    logic [6:0] HEX1, nxt_HEX1;
    logic [6:0] HEX2, nxt_HEX2;
    logic [6:0] HEX3, nxt_HEX3;
    logic [6:0] HEX4, nxt_HEX4;
	always_ff@(posedge clk or negedge rst_n) begin
		if(!rst_n)
			state <= IDLE;
		else
			state <= nxt_state;
	end
	always_comb begin
		case(state)
			IDLE: begin
				if(start_i)
					nxt_state = GO;
				else
					nxt_state = IDLE;
			end
			GO: begin
				if(pause_i)
					nxt_state = PAUSE;
				else
				if(finish_i)
					nxt_state = DONE;
				else
					nxt_state = GO;			
			end
			PAUSE: begin
				if(pause_i)
					nxt_state = GO;
				else
					nxt_state = PAUSE;			
			end
			DONE: begin
					nxt_state = DONE;			
			end
			default: nxt_state = state;	
		endcase
	end
    always_comb begin
	     case(state_i)
		      4'd0 :    begin HEX6_o = D0; end
				4'd1 :    begin HEX6_o = D1; end 
				4'd2 :    begin HEX6_o = D2; end
				4'd3 :    begin HEX6_o = D3; end
				4'd4 :    begin HEX6_o = D4; end
				4'd5 :    begin HEX6_o = D5; end
				4'd6 :    begin HEX6_o = D6; end
				4'd7 :    begin HEX6_o = D7; end
				4'd8 :    begin HEX6_o = D8; end
				default : begin HEX6_o = D0; end
		  endcase
	 end
	 always_comb begin
	     case(trigger_i)
		      1'd0 :    begin HEX5_o = D0; end
				1'd1 :    begin HEX5_o = D1; end 
				default : begin HEX5_o = D0; end
		  endcase
	 end
	 always_comb begin
	     case(superState_i)
		      1'd0 :    begin HEX7_o = D0; end
				1'd1 :    begin HEX7_o = D1; end 
				default : begin HEX7_o = D0; end
		  endcase
	 end
	 always_comb begin
	     case(echo_i)
		      1'd0 :    begin HEX4_o = D0; end
				1'd1 :    begin HEX4_o = D1; end 
				default : begin HEX4_o = D0; end
		  endcase
	 end
	 assign HEX3_o = distance_i[16] ? D1 : D0;
	 assign HEX2_o = distance_i[15] ? D1 : D0;
	 assign HEX1_o = distance_i[14] ? D1 : D0;
	 assign HEX0_o = smallornot_i ? D1 : D0;
    always_comb begin
        if(state == PAUSE) begin  
            nxt_HEX0 = 7'b0000110;
            nxt_HEX1 = 7'b0010010;
            nxt_HEX2 = 7'b1000001;
            nxt_HEX3 = 7'b0001000;
            nxt_HEX4 = 7'b0001100;
        end
        else
        if(state == GO) begin  
            nxt_HEX0 = D0;
            nxt_HEX1 = D6;
            nxt_HEX2 = DARK;
            nxt_HEX3 = DARK;
            nxt_HEX4 = DARK;
        end
        else 
        if(state == DONE) begin  
            nxt_HEX0 = 7'b0000110;
            nxt_HEX1 = 7'b0101011;
            nxt_HEX2 = 7'b0100011;
            nxt_HEX3 = 7'b0100001;
            nxt_HEX4 = DARK;   
        end
        else begin
            nxt_HEX0 = HEX0;
            nxt_HEX1 = HEX1;
            nxt_HEX2 = HEX2;
            nxt_HEX3 = HEX3;
            nxt_HEX4 = HEX4;   
        end
	end
    always_ff @(posedge clk or negedge rst_n) begin
		if (!rst_n) begin  
			HEX0 <= 7'b1111000;
			HEX1 <= 7'b0000110;
			HEX2 <= 7'b0010010;
			HEX3 <= 7'b0000110;
			HEX4 <= 7'b0001000;
		end else begin
			HEX0 <= nxt_HEX0;
			HEX1 <= nxt_HEX1;
			HEX2 <= nxt_HEX2;
			HEX3 <= nxt_HEX3;
			HEX4 <= nxt_HEX4;
		end
	end
endmodule
File: run.sh
#!/bin/bash
# OpenROAD 26Q1-2900-gdf79404cd8, Yosys 0.63+post, stock flow scripts
make -C /OpenROAD-flow-scripts/flow DESIGN_CONFIG=/design/flow/config.mk WORK_HOME=/design/flow/orfs finish
==> results.yml <==
# implementation run metrics
placed_design:
  place_area_um2: 485
  dp_worst_setup_slack_ps: -646
  gp_congestion: 0.791
  io_buffers: 11
  place_hpwl_um: 886
status:
  stop_error: "[ERROR RSZ-0074] Failed to build tree from global routes for pin 'trigger_i' and net 'trigger_i' at grid (31050, 72450): found route to 5 pins, expected 4"
  stop_stage: "global routing (5_1_grt)"
  outcome: "aborted with a tool error"
die:
  row_count: 21
  ioPinCount: 151
  fp_util: 0.163
  dieWidth_um: 80
  die_h_um: 80
synth:
  top_cells_by_area: "buf_4 66%, ha_1 11%, mux2_4 2.7%"
  avgSynthCellArea_um2: 7.61
  syn_area_um2: 556
  synth_cell_types: 17
  synth_stat.cells: 73
  top_cell_area_share: 0.662
  syn_inst: 73
  yosys_area_um2: 556
  yosysTopAreaCell: "buf_4"
  yosysWarnings: 1
  synth_seq_share: 0
grt:
  grt_max_degree: 8
clocking:
  postCtsHoldBufs: 0
final_timing:
  untimed_endpoints: 1
-- repair_timing --
action | CTS
endpoints found under the setup margin | 7
pin swaps | 1
resized | 30
buffers inserted | 1
-- synthesized netlist by cell type (all sizes together) --
cell type   n
inv         2
mux2i       1
nor3b       1
and3b       1
a211oi      1
nor3        1
mux2        1
nand2b      2
a21oi       1
o21ai       2
buf        51
ha          5
conb        2
nor2        2
-- cell families after synthesis --
kind of cell | Yosys count | synth area share
and+or+nand+nor | 7 | 0.0766
buffers and inverters | 53 | 0.705
muxes | 2 | 0.0450
AOI/OAI and AO/OA | 4 | 0.0473
other | 2 | 0.0135
adders and majority gates | 5 | 0.113
-- per-stage QoR --
stage / cells / setup TNS [ps]
4_1_cts: 109 / -7.35
2_1_floorplan: 92 / 0
3_5_place_dp: 108 / -3980
3_3_place_gp: 108 / -4080
